`./run.sh`:
```
#!/bin/bash
# OpenROAD 26Q1-2900-gdf79404cd8, Yosys 0.63+post, stock flow scripts
make -C /OpenROAD-flow-scripts/flow DESIGN_CONFIG=/design/flow/config.mk WORK_HOME=/design/flow/orfs finish
```
`./config.mk`:
```
export PLATFORM = sky130hd
export DESIGN_NAME = shifter
export DESIGN_NICKNAME = shifter
export VERILOG_FILES = /design/flow/design.v
export SDC_FILE = /design/flow/constraint.sdc
export NUM_CORES = 4
export LEC_CHECK = 1
export CORE_AREA = 10 10 100 100
export DIE_AREA = 0 0 110 110
```
`./constraint.sdc`:
```
current_design shifter

set clk_period 2.9
set clk_io_pct 0.2

create_clock -name clk0 -period $clk_period

set non_clock_inputs [all_inputs -no_clocks]
set_input_delay [expr $clk_period * $clk_io_pct] -clock clk0 $non_clock_inputs
set_output_delay [expr $clk_period * $clk_io_pct] -clock clk0 [all_outputs]
```
`./design.v`:
```
module shifter (
  input [15:0]  shift_in,   
  input [3:0]   shift_val,  
  input         mode,       
  output [15:0] shift_out   
);
  wire [15:0]t1;
  wire [15:0]t2;
  wire [15:0]t3;
  assign t1 = (shift_val&4'b1000)?(mode === 0)?shift_in<<8:{{8{shift_in[15]}}, shift_in[15:8]}:shift_in;
  assign t2 = (shift_val&4'b0100)?(mode === 0)?t1<<4:{{4{t1[15]}}, t1[15:4]}:t1;
  assign t3 = (shift_val&4'b0010)?(mode === 0)?t2<<2:{{2{t2[15]}}, t2[15:2]}:t2;
  assign shift_out = (shift_val&4'b0001)?(mode === 0)?t3<<1:{{1{t3[15]}}, t3[15:1]}:t3;
endmodule
```
==> out/metrics.sh <==
FINALCRITICALPERIOD_NS=2.860
NUM-CLOCK-BUFFERS=0
PROPORTION_OF_LAYOUT_CELLS_WITH_A_DRIVE_SUFFIX_ABOVE_1=0.5300
FIRST_ITER_VIOLATIONS=317
WORSTSETUPENDPOINTTYPE='output port'
CRITICAL_PATH.SLOWEST_CELL='sky130_fd_sc_hd__or3_4'
FP.DIEW_UM=110
INITIAL_UTILIZATION=0.2303
LAYOUT.CORE_UTILIZATION=0.4704
FINALHOLDVIOLATIONS=0
MIN_PERIOD_OVER_PERIOD=0.9863
GLOBALROUTE.TOTALOVERFLOW=0
FILL_CELLS=687
SYNTH-WARNING-COUNT=0
RUN_STATUS='finished clean'
WORSTPATHARRIVAL_NS=2.28
MET2_USAGE=0.2273
TOP_AREA_CELL='sky130_fd_sc_hd__a21oi_1'
WORST_PIN_SLEW_NS=0.3790
DIE_AREA_MM2=0.01210
TIMING.FINAL.MAX_SLEW_VIOLATIONS=0
FIRST_PASS_GRT_WIRE_LENGTH_UM=14750
TOPCELLSBYAREA='sky130_fd_sc_hd__a21oi_1 (6.7%), sky130_fd_sc_hd__nand2b_1 (5.2%), sky130_fd_sc_hd__nand2_1 (5.0%)'
CRITPATHLAUNCHTYPE='primary input'
FINAL_ROUTED_DRC_VIOLATION_TOTAL=0
DESIGN_AREA_MM2=0.003672
SEQUENTIAL_ELEMENT_SHARE_OF_THE_SYNTHESIZED_AREA=0
SYNTHESIS.INSTANCES=271
FIRST_GLOBAL_VIAS=2853
HPWL_DP_UM=6859
ANTENNA-DIODE-COUNT=0
IO-PIN-COUNT=37
CP_MAX_FO=10
GR-USAGE-MET1=0.2146
VIAS_PER_CELL=5.655
GRT_MOST_USED_LAYER='met2'
GP_CONGESTION=1.007
GLOBAL_ROUTE.USAGE.MET3=0.02644
TIMING.SETUP.TNS_NS=0
DIE_H_UM=110
YS_AREA_MM2=0.001798
POWER_LEAKAGE_nW=1.597
SYNTH-CELLS-YOSYS=271
GRT_ANTENNA_BEFORE_REPAIR=0
ROUTE.FINAL.WIRE_LENGTH_UM=9424
WORST_PATH_LARGEST_CELL_DELAY_NS=0.40
CELL_AREA_POWER_DENSITY_mW_PER_MM2=172.5
TIMING.MAX_SLEW.REL_SLACK=0.7408
LAYOUT.SEQUENTIAL_CELLS=0
GRT_MAX_DEGREE=33
CRIT_CHAIN='buf_12 > buf_8 > buf_4 > and4b_1 > a221o_1 > or3_4 > buf_6 > a21oi_4 > nor4_2 > buf_2'
POWER.IR.VDD_WORST_mV=0.08817
GLOBAL_ROUTE_USAGE_SUM=0.1503
TIMING_WORST_SETUP_PATH_TYPE='primary input to output port'
PLACEMENT_ROWS=32
OPENROAD.WARNINGS=34
WORST_HOLD_PATH_TYPE='primary input to output port'
COMMON_CELLS='sky130_fd_sc_hd__a21oi_1 (24), sky130_fd_sc_hd__nand2_1 (24), sky130_fd_sc_hd__nor2_1 (19), sky130_fd_sc_hd__nand2b_1 (15), sky130_fd_sc_hd__o21ai_0 (14)'
MI_LOGIC_AREA_MM2=0.001958
ROUTED-VIA-COUNT=2935
TOTAL_POWER_mW=0.6336
RSZ_0062_RAISED_AFTER_GLOBAL_ROUTING='true'
CP.REQUIRED_NS=2.32
SYNTH.AVG_CELL_AREA_UM2=6.635
FINAL_ANTENNA_NET_COUNT=0
NETLIST_AREA_MM2=0.001798
SETUP_VIOLATIONS=0
PORT_BUFFERS=37
REGAREA_UM2=0
MAX_CAP_VIOLATIONS=0
SYNTH_TOP_AREA_SHARE=0.06681
SYNTHTOLAYOUTAREAGROWTH_PCT=104.2
FLOORPLAN.CORE_AREA_MM2=0.007807
POST_DRT_WL_PER_CELL_UM=18.16
CTS_HOLD_BUFFERS=0
POSTPLACECELLAREA_MM2=0.002945
FIRSTDRTPASSITERS=5
SYNTH_CELL_TYPES=63
CLOCK.FMAX_MHz=349.6
==> logic make-up (layout without fill, tap and decap cells) <==
kind of cell           after synthesis  in the layout  share of synthesized area
buffers and inverters               35            181                     0.1141
muxes                               15             15                    0.09742
and+or+nand+nor                    102            102                     0.2999
AOI/OAI and AO/OA                  119            119                     0.4885
==> layer usage <==
layer,vias to the layer above,wire length (um)
met5,-,0
met4,0,287
met3,34,901
met2,188,4102
met1,1358,4132
li1,1355,-
==> repair_timing <==
item                       4_1_cts  5_1_grt
gates resized                  139       25
pin swaps                       38       15
setup buffers                   27        4
cloned                           1        1
setup endpoints to repair       16       10
==> cell type report <==
class,count,share of cell area
inverter,7,0.009199
multi-input combinational,236,0.5332
tap,102,0.03475
timing repair buffer,174,0.4228
==> stage by stage <==
stage / hold WS, ns / setup WS (ns) / cells
after floorplan: 1.314 / 0.5334 / 271
after global placement: 2.152 / -0.5871 / 487
after detailed placement: 2.147 / -0.5724 / 487
after CTS: 1.694 / -0.06085 / 514
after global routing: 1.677 / -0.03065 / 519
final: 1.646 / 0.03976 / 519
==> cell usage in the layout, fill, tap and decap left out, types with 8 or more instances in the layout <==
cell type                       synthesis  layout
sky130_fd_sc_hd__dlygate4sd2_1          0      22
sky130_fd_sc_hd__nor2_1                19      18
sky130_fd_sc_hd__nand2b_1              15       8
sky130_fd_sc_hd__buf_12                 0       8
sky130_fd_sc_hd__buf_6                  6      15
sky130_fd_sc_hd__a21oi_1               24      14
sky130_fd_sc_hd__buf_4                  2     110
sky130_fd_sc_hd__nand3_1               11       9
sky130_fd_sc_hd__nand2_1               24      20
==> critical path: cells and delay by family <==
family	cells	cell delay, ns
AOI/OAI and AO/OA	2	0.43
and+or+nand+nor	3	0.63
buffers and inverters	5	0.63
==> path summary, 6_finish.rpt <==
path	cells after the start	start	endpoint
worst max-delay path	10	shift_val[3]	shift_out[5]
worst min-delay path	4	mode	shift_out[11]
==> report_power, final <==
part	leakage [nW]	internal, mW	switching [mW]
Sequential	0	0	0
Combinational	1.60	0.338	0.295
Clock	0	0	0
Power and IR drop assume default switching activity.
