[flow/run.sh]
#!/bin/bash
# OpenROAD 26Q1-2900-gdf79404cd8, Yosys 0.63+post, stock flow scripts
make -C /OpenROAD-flow-scripts/flow DESIGN_CONFIG=/design/flow/config.mk WORK_HOME=/design/flow/orfs finish
[flow/config.mk]
export PLATFORM = sky130hd
export DESIGN_NAME = write_decoder_4_16
export DESIGN_NICKNAME = write_decoder_4_16
export VERILOG_FILES = /design/flow/design.v
export SDC_FILE = /design/flow/constraint.sdc
export NUM_CORES = 4
export LEC_CHECK = 1
export CORE_AREA = 10 10 70 70
export DIE_AREA = 0 0 80 80
[flow/constraint.sdc]
current_design write_decoder_4_16

set clk_period 1.5
set clk_io_pct 0.2

create_clock -name clk0 -period $clk_period

set non_clock_inputs [all_inputs -no_clocks]
set_input_delay [expr $clk_period * $clk_io_pct] -clock clk0 $non_clock_inputs
set_output_delay [expr $clk_period * $clk_io_pct] -clock clk0 [all_outputs]
[flow/design.v]
module decoder_3_8_1(input [2:0]A, input En, output [7:0]D);
and a0 (D[0], ~A[2], ~A[1], ~A[0], En),
     a1 (D[1], ~A[2], ~A[1], A[0], En),
     a2 (D[2], ~A[2], A[1], ~A[0], En),
     a3 (D[3], A[2], ~A[1], ~A[0], En),
     a4 (D[4], A[2], ~A[1], ~A[0], En),
     a5 (D[5], A[2], ~A[1], A[0], En),
     a6 (D[6], A[2], A[1], ~A[0], En),
     a7 (D[7], A[2], A[1], A[0], En);
endmodule
module write_decoder_4_16(
    input [3:0] reg_id,
    input write_reg,
    output [15:0] wordline);
    wire [15:0]temp;
    decoder_3_8_1 d0(reg_id[2:0], reg_id[3], temp[15:8]);
    decoder_3_8_1 d1(reg_id[2:0], ~reg_id[3], temp[7:0]);
  assign wordline = write_reg ? temp : 16'b0000_0000_0000_0000;
endmodule
==> flow_results.xml <==
<?xml version="1.0" encoding="UTF-8"?>
<metrics>
  <group name="floorplan">
    <metric name="fp.dieH" unit="microns">80</metric>
    <metric name="initial_core_util" unit="%">4.76</metric>
    <metric name="floorplan.die_area" unit="sq um">6400</metric>
    <metric name="num_rows" unit="">21</metric>
    <metric name="ioPinCount" unit="">21</metric>
    <metric name="core_area" unit="sq um">3420</metric>
    <metric name="die_width" unit="microns">80</metric>
  </group>
  <group name="critical_path">
    <metric name="end_kind" unit="">output pin</metric>
    <metric name="worst-endpoint-arrival" unit="ns">1.19</metric>
    <metric name="worst-path-max-fanout" unit="">9</metric>
    <metric name="startpoint_kind_of_the_worst_setup_timing_path" unit="">input port</metric>
    <metric name="timing_worst_setup_path_type" unit="">input port to output pin</metric>
    <metric name="worst_ep_required_time" unit="ns">1.20</metric>
  </group>
  <group name="timing">
    <metric name="hold_violations" unit="">0</metric>
    <metric name="final.min_clock_period" unit="ns">1.49</metric>
    <metric name="report.final.slew_viol_count" unit="">0</metric>
    <metric name="worst_slew_pin_slew" unit="ns">0.224</metric>
    <metric name="final_min_period_over_clock_period" unit="%">99.3</metric>
    <metric name="relative_slew_slack" unit="%">85.0</metric>
    <metric name="finalSetupTns" unit="ns">0</metric>
    <metric name="setup_viol_count_final" unit="">0</metric>
    <metric name="fmax" unit="GHz">0.671</metric>
    <metric name="rsz0062_at_grt" unit="">true</metric>
  </group>
  <group name="finish">
    <metric name="flop_area" unit="sq um">0</metric>
    <metric name="layout.cell_area.non_filler" unit="sq um">410</metric>
    <metric name="nClkBuffers" unit="">0</metric>
    <metric name="final_core_utilization" unit="%">12.0</metric>
    <metric name="post_route_cells_drive_above_1_share" unit="%">28.3</metric>
    <metric name="numSequentialCells" unit="">0</metric>
    <metric name="layout-area-overhead-vs-synth" unit="%">152</metric>
  </group>
  <group name="placed_design">
    <metric name="tally_of_buffers_added_on_design_ports" unit="">21</metric>
    <metric name="dp_hpwl" unit="microns">815</metric>
    <metric name="gp_congestion" unit="">0.733</metric>
    <metric name="placed_cell_area" unit="sq um">408</metric>
  </group>
  <group name="detailed_routing">
    <metric name="viasPerCell" unit="">2.84</metric>
    <metric name="route.detailed.drc" unit="">0</metric>
    <metric name="drtPass1Iterations" unit="">4</metric>
    <metric name="wl" unit="microns">946</metric>
    <metric name="antenna-diode-count" unit="">0</metric>
    <metric name="wl_per_cell" unit="microns">10.3</metric>
    <metric name="detailedRoute.firstIterationViolations" unit="">32</metric>
    <metric name="ant_nets" unit="">0</metric>
    <metric name="route.vias.total" unit="">261</metric>
  </group>
  <group name="synth">
    <metric name="synth_area_leader_cell" unit="">sky130_fd_sc_hd__nor3_1</metric>
    <metric name="avgSynthCellArea" unit="sq um">5.81</metric>
    <metric name="area_leaders" unit="">sky130_fd_sc_hd__nor3_1 (18%), sky130_fd_sc_hd__buf_2 (9.2%), sky130_fd_sc_hd__buf_4 (9.2%)</metric>
    <metric name="part_of_the_yosys_area_used_for_sequential_elements" unit="%">0</metric>
    <metric name="netlist-cell-type-count" unit="">14</metric>
    <metric name="synth.yosys.chip_area" unit="sq um">163</metric>
    <metric name="synth.yosys.num_cells" unit="">28</metric>
    <metric name="yosys_warnings" unit="">0</metric>
    <metric name="syn_inst" unit="">28</metric>
    <metric name="synth.top_cell.area_share" unit="%">18.5</metric>
    <metric name="combined_area_of_all_synthesized_cells" unit="sq um">163</metric>
  </group>
  <group name="power_and_ir_drop">
    <metric name="irDropWorstVdd" unit="uV">24.9</metric>
    <metric name="power_density" unit="nW/um^2">138</metric>
    <metric name="power.static_leakage" unit="nW">0.222</metric>
  </group>
  <group name="global_routing">
    <metric name="first_global_vias" unit="">230</metric>
    <metric name="grt_pass1_wl" unit="microns">1390</metric>
    <metric name="grt_max_degree" unit="">10</metric>
    <metric name="gr-total-overflow" unit="">0</metric>
    <metric name="track_usage" unit="%">2.77</metric>
    <metric name="grt_antenna_before_repair" unit="">0</metric>
  </group>
  <group name="run">
    <metric name="drv.max_cap_violation_count" unit="">0</metric>
    <metric name="log.warning_count" unit="">34</metric>
  </group>
  <group name="hold_path">
    <metric name="hold_path_class" unit="">input port to output pin</metric>
  </group>
  <group name="outcome">
    <metric name="status" unit="">finished, final reports clean</metric>
  </group>
</metrics>
## synthesized netlist by cell type, drive strengths merged
cell type	instances
buf	5
nand2b	2
nand3b	1
nor3b	1
nor4	2
nor2	4
nor3	6
nand3	1
nand2	2
nand4	1
inv	1
and3	2
## path summary, 6_finish.rpt
path       from      endpoint  slack, ns  cells past startpoint
max   reg_id[1]  wordline[13]       0.01                      4
min   write_reg  wordline[15]       1.01                      4
## critical path, stage by stage
cell and delay (ns):
sky130_fd_sc_hd__buf_4 0.15, sky130_fd_sc_hd__nand2b_4 0.16, sky130_fd_sc_hd__nor2_1 0.11, sky130_fd_sc_hd__clkdlybuf4s50_1 0.47
## cell families after synthesis
logic type,share of synthesized area [%]
AND/OR/NAND/NOR,79.2
buffers and inverters,20.8
## power by group
| part | leakage (nW) | switching, mW | internal (mW) | total (mW) |
|---|---|---|---|---|
| clock | 0 | 0 | 0 | 0 |
| combinational | 0.222 | 0.0287 | 0.0280 | 0.0567 |
| sequential | 0 | 0 | 0 | 0 |
| total | 0.222 | 0.0287 | 0.0280 | 0.0567 |
## cells in the final DEF, fill, tap and decap left out
master	instances
sky130_fd_sc_hd__and3_1	2
sky130_fd_sc_hd__buf_2	1
sky130_fd_sc_hd__buf_4	5
sky130_fd_sc_hd__clkbuf_4	1
sky130_fd_sc_hd__clkdlybuf4s50_1	2
sky130_fd_sc_hd__dlygate4sd2_1	13
sky130_fd_sc_hd__dlymetal6s2s_1	1
sky130_fd_sc_hd__inv_1	1
sky130_fd_sc_hd__nand2_1	2
sky130_fd_sc_hd__nand2b_4	2
sky130_fd_sc_hd__nand3_1	1
sky130_fd_sc_hd__nand3b_1	1
sky130_fd_sc_hd__nand4_1	1
sky130_fd_sc_hd__nor2_1	4
sky130_fd_sc_hd__nor3_1	4
sky130_fd_sc_hd__nor3_2	2
sky130_fd_sc_hd__nor3b_2	1
sky130_fd_sc_hd__nor4_1	1
sky130_fd_sc_hd__nor4_2	1
## through the flow
stage / hold slack, ns / total power, mW / setup WS (ns) / instances
2_1_floorplan: 0.680 / 0.0256 / 0.406 / 28
3_3_place_gp: 1.66 / 0.0570 / -0.610 / 91
3_5_place_dp: 1.67 / 0.0578 / -0.604 / 91
4_1_cts: 1.02 / 0.0566 / -0.00419 / 92
5_1_grt: 1.06 / 0.0636 / -0.0394 / 92
6_report: 1.01 / 0.0567 / 0.00978 / 92
## repair_timing
action / 4_1_cts / 5_1_grt
resized: 43 / 2
endpoints found under the setup margin: 16 / 5
hold buffers: 0 / 0
setup buffers: 1 / 0
pin swaps: 5 / 0
## per-layer routing
metal,GRT usage (%),routed length [microns]
met3,1.59,158
met5,0,0
met1,3.76,415
met2,3.93,372
met4,0,0
## area by class of cell
class / instances / area (sq um)
well taps: 46 / 57.6
repair buffers: 23 / 196
inverters: 1 / 3.75
fillers: 407 / 3010
multi-input cells: 22 / 153
Power figures rest on the tool's default switching activity, not on a simulated workload.
