==> flow/design.v <==
module addsub_16bit(
	input [15:0] 	a_in,
	input [15:0] 	b_in,
	input 			is_sub,
	output [15:0] 	sum_out,
	output [2:0] 	flag
);
wire [3:0] carry;
wire [15:0] b;
wire [15:0] out;
wire o0, o1, o2, o3;
wire zero, ovfl, sign;
wire condition1 = out[15] & ~a_in[15] & ~b_in[15] & ~is_sub;
wire condition2 = out[15] & ~a_in[15] & b_in[15] & is_sub;
wire condition3 = ~out[15] & a_in[15] & b_in[15] & ~is_sub;
wire condition4 = ~out[15] & a_in[15] & ~b_in[15] & is_sub;
assign b = (is_sub)? ~b_in: b_in;
cla_adder_4bit cla0(.a_in(a_in[3:0]), .b_in(b[3:0]), .carry_in(is_sub), .adder_out(out[3:0]), .carry_out(carry[0]), .ovfl(o0));
cla_adder_4bit cla1(.a_in(a_in[7:4]), .b_in(b[7:4]), .carry_in(carry[0]), .adder_out(out[7:4]), .carry_out(carry[1]), .ovfl(o1));
cla_adder_4bit cla2(.a_in(a_in[11:8]), .b_in(b[11:8]), .carry_in(carry[1]), .adder_out(out[11:8]), .carry_out(carry[2]), .ovfl(o2));
cla_adder_4bit cla3(.a_in(a_in[15:12]), .b_in(b[15:12]), .carry_in(carry[2]), .adder_out(out[15:12]), .carry_out(carry[3]), .ovfl(o3));
assign sum_out = 	(condition1|condition2) ? 16'h7fff :
					(condition3 |condition4) ? 16'h8000 : out;				
assign ovfl = o3;
assign zero = ~(|sum_out);
assign sign = sum_out[15];
assign flag = {sign, ovfl, zero};
endmodule
module cla_adder_4bit(
	input 	[3:0] 	a_in,
	input 	[3:0] 	b_in,
	input 			carry_in,
	output 	[3:0] 	adder_out,
	output 			carry_out,
	output 			ovfl
);
wire p0, p1, p2, p3;	 
wire g0, g1, g2, g3;	 
wire c1, c2, c3;		 
assign p0 = a_in[0] ^ b_in[0];
assign p1 = a_in[1] ^ b_in[1];
assign p2 = a_in[2] ^ b_in[2];
assign p3 = a_in[3] ^ b_in[3];
assign g0 = a_in[0] & b_in[0];
assign g1 = a_in[1] & b_in[1];
assign g2 = a_in[2] & b_in[2];
assign g3 = a_in[3] & b_in[3];
assign c1 			= g0 | (p0 & carry_in);																		 
assign c2 			= g1 | (p1 & g0) | (p1 & p0 & carry_in);													 
assign c3 			= g2 | (p2 & g1) | (p2 & p1 & g0) | (p2 & p1 & p0 & carry_in);								 
assign carry_out 	= g3 | (p3 & g2) | (p3 & p2 & g1) | (p3 & p2 & p1 & g0) | (p3 & p2 & p1 & p0 & carry_in);	 
assign adder_out[0] = p0 ^ carry_in;
assign adder_out[1] = p1 ^ c1;
assign adder_out[2] = p2 ^ c2;
assign adder_out[3] = p3 ^ c3;
assign ovfl = carry_out ^ c3;
endmodule
==> flow/run.sh <==
#!/bin/bash
# OpenROAD 26Q1-2900-gdf79404cd8, Yosys 0.63+post, stock flow scripts
make -C /OpenROAD-flow-scripts/flow DESIGN_CONFIG=/design/flow/config.mk WORK_HOME=/design/flow/orfs finish
==> flow/config.mk <==
export PLATFORM = sky130hd
export DESIGN_NAME = addsub_16bit
export DESIGN_NICKNAME = addsub_16bit
export VERILOG_FILES = /design/flow/design.v
export SDC_FILE = /design/flow/constraint.sdc
export NUM_CORES = 4
export LEC_CHECK = 1
export CORE_AREA = 10 10 99 99
export DIE_AREA = 0 0 109 109
==> flow/constraint.sdc <==
current_design addsub_16bit

set clk_period 12.4
set clk_io_pct 0.2

create_clock -name clk0 -period $clk_period

set non_clock_inputs [all_inputs -no_clocks]
set_input_delay [expr $clk_period * $clk_io_pct] -clock clk0 $non_clock_inputs
set_output_delay [expr $clk_period * $clk_io_pct] -clock clk0 [all_outputs]
==> flow_metrics.env <==
# yosys + openroad results
export IMPL_ys_top_cells_by_count="a21oi_1 (19), xor2_1 (17), ha_1 (16)"
export IMPL_p_leak_uw=0.000777
export IMPL_start_kind="primary input"
export IMPL_outcome="finished clean"
export IMPL_hpwlAfterDp_um=3710
export IMPL_top_area_cell="ha_1"
export IMPL_power_frac_seq_pct=0
export IMPL_fp_util_pct=17.4
export IMPL_whs_ns=6.16
export IMPL_routed_wirelength_um=4340
export IMPL_place_gp_congestion=0.894
export IMPL_power_density_nw_per_um2=88.2
export IMPL_antenna_found_initial=0
export IMPL_min_period_ns=8.95
export IMPL_io_buffers=52
export IMPL_vias_per_cell=4.34
export IMPL_yosysChipArea_um2=1350
export IMPL_hold_viol_final=0
export IMPL_coreArea_um2=7730
export IMPL_topCellsByArea="ha_1 (15%), xor2_1 (11%), a21oi_1 (7.1%), xnor2_1 (4.5%), fa_1 (4.5%)"
export IMPL_num_antenna_cells=0
export IMPL_setup_tns_ns=0
export IMPL_die_area_um2=11900
export IMPL_ctsHoldBuffers=0
export IMPL_ant_nets=0
export IMPL_switching_share_pct=46.8
export IMPL_pwr_share_clk_pct=0
export IMPL_top_area_share_pct=14.9
export IMPL_drt_pre_antenna_iters=4
export IMPL_switchingPower_uw=80.0
export IMPL_pwr_share_comb_pct=100.0
export IMPL_vias=1410
export IMPL_slew_violations=0
export IMPL_maxSlewHeadroom_pct=55.3
export IMPL_worstSetupEndpointType="output pin"
export IMPL_worstMarginPinSlew_ns=0.669
export IMPL_ys_seq_share_pct=0
export IMPL_most_common_cell="a21oi_1"
export IMPL_critPathMaxFanout=21
export IMPL_tool_warnings=32
export IMPL_num_io_pins=52
export IMPL_grtUsageMet3_pct=1.67
export IMPL_fmax_ghz=0.112
export IMPL_drt_iter0_drc=75
export IMPL_areaGrowthSynthToFinish_pct=43.9
export IMPL_top_usage_layer="met2"
export IMPL_nFillCells=823
export IMPL_flop_area_um2=0
export IMPL_fin_crit_sh_pct=72.1
export IMPL_die_h_um=109
export IMPL_worstSetupPathType="in -> out"
export IMPL_syn_area_um2=1350
export IMPL_postSynthCellCount=180
export IMPL_synth_area_per_cell_um2=7.49
export IMPL_grt_usage_pct=6.88
export IMPL_finalSetupViolations=0
export IMPL_crit_required_ns=9.92
export IMPL_maxCapViolCount=0
export IMPL_final_layout_size_suffix_gt1_share_pct=4.93
export IMPL_wl_per_cell_um=13.4
export IMPL_yosysCellCount=180
export IMPL_synth_distinct_cells=46
export IMPL_logic_area_um2=1240
export IMPL_internal_power_uw=91.1
export IMPL_rsz0062_at_grt="false"
export IMPL_die_x_um=109
export IMPL_cp_arrival_ns=6.47
export IMPL_row_count=32
export IMPL_vdd_drop_max_mv=0.0309
export IMPL_nClkBuffers=0
export IMPL_cts_resized=0
export IMPL_grt_max_degree=26
export IMPL_drc=0
export IMPL_met1_usage_pct=9.52
export IMPL_seq_cells=0
export IMPL_yosysWarnings=0
export IMPL_overflow=0
export IMPL_holdCritPathClass="in -> out"
export IMPL_grt_pass1_vias=1342
export IMPL_globalRouteMet2Util_pct=11.3
export IMPL_postCtsSetupBuffers=0
export IMPL_grt_first_pass_wirelength_um=6730
==> cells in the final DEF (no fill, tap or decap), types with 3 or more instances in the layout <==
master	n
clkdlybuf4s50_1	52
a21oi_1	19
xor2_1	17
ha_1	16
nor2_1	14
nand2_1	12
inv_1	9
o21ai_0	9
xnor2_1	7
nand3_1	6
a22oi_1	5
o21ai_1	5
a21o_1	4
o22ai_1	4
nand4_1	3
o21bai_1	3
nor3_1	3
fa_1	3
==> layer usage <==
| metal | vias up | part of all wire (%) | routed length, um |
|---|---|---|---|
| met5 | - | 0 | 0 |
| met4 | 0 | 0 | 0 |
| met1 | 618 | 47 | 2050 |
| met3 | 0 | 7.0 | 304 |
| li1 | 749 | - | - |
| met2 | 43 | 46 | 1980 |
==> critical path, cell delays in order <==
cell,delay (ns)
clkdlybuf4s50_1,0.46
buf_4,0.31
xor2_1,0.18
ha_1,0.35
a21oi_4,0.19
a211oi_1,0.10
a2111o_1,0.43
nor2_1,0.19
inv_1,0.08
fa_1,0.40
xnor2_1,0.25
nand4_1,0.12
nor3_1,0.20
o2111a_1,0.25
clkdlybuf4s50_1,0.47
==> stage by stage <==
stage,cells,total power [uW],setup WS [ns],instance area (um2),utilization [%]
6_report,325,171,3.45,1940,25.1
5_1_grt,325,191,3.16,1940,25.1
4_1_cts,325,173,3.47,1940,25.1
3_5_place_dp,325,172,3.51,1940,25.1
3_3_place_gp,325,171,3.51,1940,25.1
2_1_floorplan,180,104,4.15,1350,-
==> power by group through the flow <==
stage                 Sequential (uW)  Combinational [uW]  Clock [uW]
final                               0                 171           0
after CTS                           0                 173           0
after global routing                0                 191           0
==> cell families after synthesis <==
group / share of synthesized area, %
compound gates: 34.6
simple gates: 17.5
xor+xnor: 17.6
fa+ha+maj: 20.1
buf+inv: 7.80
mux: 2.32
==> path summary, 6_finish.rpt <==
| path | slack, ns | end | depth (start not counted) | startpoint |
|---|---|---|---|---|
| setup / recovery | 3.45 | flag[0] | 15 | is_sub |
| hold / removal | 6.16 | sum_out[0] | 5 | is_sub |
==> layout make-up <==
| cell class | count | area share [%] |
|---|---|---|
| repair buffers | 54 | 27.6 |
| inverters | 9 | 1.74 |
| well taps | 102 | 6.58 |
| multi-input cells | 160 | 64.1 |
Power figures rest on the tool's default switching activity, not on a simulated workload.
